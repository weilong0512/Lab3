==> ./design.v <==
module Comparator (Tag1,Tag2, Match);
input [22:0] Tag1;
input [22:0] Tag2;
output                    Match;
wire Match = (Tag1 == Tag2);
endmodule
==> ./run.sh <==
#!/bin/bash
# OpenROAD 26Q1-2900-gdf79404cd8, Yosys 0.63+post, stock flow scripts
make -C /OpenROAD-flow-scripts/flow DESIGN_CONFIG=/design/flow/config.mk WORK_HOME=/design/flow/orfs finish
==> ./config.mk <==
export PLATFORM = sky130hd
export DESIGN_NAME = Comparator
export DESIGN_NICKNAME = Comparator
export VERILOG_FILES = /design/flow/design.v
export SDC_FILE = /design/flow/constraint.sdc
export NUM_CORES = 4
export LEC_CHECK = 1
export CORE_AREA = 10 10 70 70
export DIE_AREA = 0 0 80 80
==> ./constraint.sdc <==
current_design Comparator

set clk_period 2.0
set clk_io_pct 0.2

create_clock -name clk0 -period $clk_period

set non_clock_inputs [all_inputs -no_clocks]
set_input_delay [expr $clk_period * $clk_io_pct] -clock clk0 $non_clock_inputs
set_output_delay [expr $clk_period * $clk_io_pct] -clock clk0 [all_outputs]
==> flow_summary_export.csv <==
group,metric,value,unit
outcome,status,"completed",
final_layout,final.fill_count,397,
placed_design,io_buffers,47,
yosys,ys_area,254.0,sq um
detailed_routing,via_count,393,
placed_design,dp_slack,-559.8,ps
yosys,yosysWarnings,0,
final_layout,seq_cell_count,0,
yosys,syn_area,254.0,sq um
grt,grt-ovfl-total,0,
worst_setup_path,arrival,1470,ps
detailed_routing,routed_wl,1.295,mm
detailed_routing,antenna_cells,0,
die,die_area,0.006400,sq mm
timing,tightestPinTransition,242.7,ps
grt,grt_pass1_wl,2.007,mm
die,die_width,80,um
final_layout,clkbuf_count,0,
yosys,yosys-top-cells-area,"xor2_1 (52%), xnor2_1 (28%), nand4_1 (7.4%)",
yosys,top_area_share,51.72,%
final_layout,fin_util,22.78,%
final_layout,syn_to_final_growth,206.4,%
timing,fmax,534.3,MHz
final_layout,logic_area,271.5,sq um
worst_setup_path,cp_cell_sequence,"clkdlybuf4s15_1 > xor2_1 > nor4_1 > buf_4 > nand4_1 > nor3_2 > buf_2",
worst_setup_path,critPathKind,"primary input to output pin",
detailed_routing,ant_nets,0,
power_and_ir_drop,ir_drop,59.19,uV
run,drv_cap,0,
timing,fin_setup_tns,0,ps
detailed_routing,post-route-drc-count,0,
worst_setup_path,slowest_delay,270,ps
yosys,yosys_cells,31,
worst_setup_path,endpoint_kind,"output pin",
die,coreArea,0.003416,sq mm
die,ios,47,
placed_design,place_hpwl,1.308,mm
final_layout,drive_above_1_share,12.50,%
yosys,netlist_instances,31,
timing,min_period,1872,ps
power_and_ir_drop,leakage,0.3079,nW
grt,grt_use_total,3.764,%
timing,setup_ws,128.4,ps
timing,holdWs,1451,ps
detailed_routing,vias_per_cell,3.119,
timing,slew_viol_final,0,
yosys,yosysTopAreaCell,"xor2_1",
timing,final-hold-violation-count,0,
die,row_count,21,
yosys,synthDistinctLibCells,6,
detailed_routing,drt_iter0_markers,0,
detailed_routing,dr.pass1.iters,1,
power_and_ir_drop,power.density,163.9,mW/mm^2
worst_setup_path,slowest_stage,"nor4_1",
worst_setup_path,cp_max_fo,1,
timing,grt_setup_unrepaired,"false",
run,tool_warnings,32,
placed_design,placed_cell_area,797.0,sq um
worst_setup_path,cp-start-kind,"primary input",
worst_setup_path,crit_required,1600,ps
timing,slew_headroom,83.67,%
min_path,hold_path_class,"primary input to output pin",
grt,antenna_found_initial,0,
yosys,syn_avg_cell_area,8.193,sq um
placed_design,place_congestion,0.7738,
timing,setup_viol,0,
die,die_h,80,um
die,initial_core_util,7.436,%
final_layout,flop_area,0,sq um
worst_setup_path,crit_family,"simple AND/OR/NAND/NOR gates",
yosys,yosysSeqAreaShare,0,%
grt,grt_pass1_vias,422,
final_layout,stdcell_area,778.2,sq um
detailed_routing,wire_per_inst,10.28,um
timing,post-route-period-util,93.58,%
worst_setup_path,crit_buf_inv,3,
grt,grt_max_degree,2,
==> worst min-delay path, cell delays in order <==
cell and delay [ps]:
clkdlybuf4s15_1 170, xor2_1 160, nor4_2 70, nand4_1 100, nor3_2 40, buf_2 110
==> path summary, 6_finish.rpt <==
kind	from	end	slack, ps	cells past startpoint
worst max-delay path	Tag2[2]	Match	130	7
worst min-delay path	Tag1[9]	Match	1450	6
==> synthesized netlist by cell type <==
library cell and n:
xor2_1 15, xnor2_1 8, nand4_1 3, nor4_1 3, nor3_1 1, nor3_2 1
==> layer usage <==
metal	share of wire, %	up-vias	global-route usage, %
met1	36	163	4.021
met5	0	-	0
met4	0	0	0
met3	13	0	1.818
li1	-	205	-
met2	51	25	6.902
==> stage by stage <==
| stage | total power (W) | std cells |
|---|---|---|
| floorplan | 0.00003724 | 31 |
| global route | 0.0001381 | 126 |
| detailed placement | 0.0001419 | 126 |
| finish | 0.0001275 | 126 |
| CTS | 0.0001275 | 126 |
| global placement | 0.0001405 | 126 |
==> cells in the final DEF (no fill, tap or decap) <==
master,synthesis,final
buf_2,0,4
xnor2_1,8,8
nor4_1,3,1
dlygate4sd2_1,0,13
xor2_1,15,15
clkdlybuf4s15_1,0,12
clkdlybuf4s50_1,0,18
nand4_1,3,3
nor4_2,0,2
buf_4,0,2
nor3_2,1,2
==> power by group <==
part | switching (W) | internal, W | total (W) | leakage [nW]
sequential | 0 | 0 | 0 | 0
combinational | 0.0000386 | 0.0000889 | 0.000128 | 0.308
clock | 0 | 0 | 0 | 0
==> cell families after synthesis <==
group / count (synthesis) / share of synthesized area, %
AND/OR/NAND/NOR: 8 / 20.69
XOR/XNOR: 23 / 79.31
==> repair_timing <==
action / in CTS / in global routing
endpoints found under the hold margin: 0 / 0
buffers inserted: 0 / 0
hold buffers: 0 / 0
pin swaps: 19 / 3
resized: 50 / 3
endpoints found under the setup margin: 1 / 1
==> cell type report <==
class	instances	area share, %
Multi-Input combinational cell	31	34.89
Timing Repair Buffer	49	57.72
Tap cell	46	7.396
Power and IR drop assume default switching activity.
