==> design/flow/design.v <==
module TagRam(
    input        [6:0]   Address,
    input        [22:0]     TagIn,
    input                              Write,
    input                              Clk,
    output logic [22:0]     TagOut
);
logic [22:0] TagOut;
logic [22:0] TagRam [2**(6)-1:0];
always_ff @ (negedge Clk) begin
    if(Write) begin
        TagRam[Address] <= TagIn;
    end  
end
always_ff @ (posedge Clk) begin
    TagOut <= TagRam[Address];
end
endmodule
==> design/flow/run.sh <==
#!/bin/bash
# OpenROAD 26Q1-2900-gdf79404cd8, Yosys 0.63+post, stock flow scripts
make -C /OpenROAD-flow-scripts/flow DESIGN_CONFIG=/design/flow/config.mk WORK_HOME=/design/flow/orfs finish
==> design/flow/config.mk <==
export PLATFORM = sky130hd
export DESIGN_NAME = TagRam
export DESIGN_NICKNAME = TagRam
export VERILOG_FILES = /design/flow/design.v
export SDC_FILE = /design/flow/constraint.sdc
export NUM_CORES = 4
export LEC_CHECK = 1
export CORE_UTILIZATION = 50
==> design/flow/constraint.sdc <==
current_design TagRam

set clk_period 33.4
set clk_io_pct 0.2

create_clock -name clk0 -period $clk_period [get_ports {Clk}]

set non_clock_inputs [all_inputs -no_clocks]
set_input_delay [expr $clk_period * $clk_io_pct] -clock clk0 $non_clock_inputs
set_output_delay [expr $clk_period * $clk_io_pct] -clock clk0 [all_outputs]
==> metrics.sh <==
RUN_STATUS='finished clean'
DR_WL_MET2_UM=76400
CELLPOWERDENSITY_nW_PER_UM2=67.1
ROUTEDLENGTHMET1_UM=53500
GRT_REMAINING_OVERFLOW=0
WORST_SLEW_MARGIN=0.370
STDCELL_COUNT=6499
DPL_CELL_AREA_UM2=59600
FP-UTILIZATION=0.505
FINCLKSKEW_PS=52.8
MET3WIRELENGTH_UM=31000
POSTCTSRESIZEDCELLS=0
STAGE_LOG_WARNINGS=1028
HPWL_AFTER_DPL_UM=96100
SYNTH-ASYNC-RESET-RATIO=0
END_KIND='register'
TIMING.CRITICAL_PATH.FROM_TYPE='input port'
TOP_SIGNAL_LAYER_USED='met5'
DRT.ANTENNA.VIOLATING_NETS=0
RSZ_0062_RAISED_AFTER_GLOBAL_ROUTING='no'
GP_CONGESTION=0.984
SYNTH-WARNING-COUNT=1
TOTAL_DIE_SIZE_UM2=115000
DIE-HEIGHT_UM=340
CTS-HTREE-LEVELS=4
POSTSYNTHCELLCOUNT=3267
COUNT_OF_STANDARD_CELL_ROWS=123
PLACED_CELLS=4735
HOLDBUFCOUNTCTS=0
NETLIST_AREA_UM2=57000
EDF_COUNT=1472
HOLD_VIOLATIONS=0
CRITICAL_PATH.ENDPOINT='TagRam[11][20]$_DFFE_NP_'
POST-LAYOUT-TOTAL-POWER_mW=4.72
CLOCK_PIN_TRANSITION_ON_THE_WORST_SETUP_AND_HOLD_TIMING_PATHS_PS=60
FINAL.SETUP.WORST_SLACK_PS=6300
DETAIL_ROUTE.FIRST_PASS.ITERATIONS=6
TIMING.FINAL.MAX_SLEW_VIOLATIONS=0
RR_ENDPOINT='TagOut[5]$_DFF_P_'
FIN_HOLD_WS_PS=6800
WORST_SETUP_PATH_STARTPOINT='Address[0]'
VIAS_IN_THE_FIRST_GLOBAL_ROUTE=41400
GRT_MAX_DEGREE=91
NUMBER_OF_ANTENNA_VIOLATIONS_AT_THE_FIRST_CHECK_IN_GLOBAL_ROUTING=3
POST_ROUTE_WL_UM=168000
YS_SEQ_FRAC=0.783
SYNTHTOLAYOUTAREAGROWTH_PCT=23.3
PATH_CLASS='input port to register'
GLOBAL_ROUTER_S_OVERALL_RESOURCE_USAGE=0.330
YOSYS_AREA_UM2=57000
YOSYSCELLCOUNT=3267
POST-ROUTE-CELL-AREA_UM2=70300
WORST_REG_TO_REG_CELLS=6
NUMBER_OF_I_O_PINS=55
DRT_ITER0_DRC=2479
CLOCK_SINKS=1495
CLOCK_TREE.BUFFER_DEPTH=3
GRT_PASS1_WL_UM=245000
CORE_AREA_UM2=113000
CRIT_PATH_MAX_FANOUT=66
LEAKAGE_POWER_SUMMED_OVER_ALL_CELLS_nW=28.5
WORST_R2R_SETUP_SLACK_PS=13950
SYN-MEAN-INSTANCE-AREA_UM2=17.5
IR_DROP_mV=0.0468
SETUP_VIOLATIONS=0
WORST_EP_ARRIVAL_TIME_PS=10770
VIA_PER_INST=5.71
CTS_TREE='yes'
YS_FLOPS=1495
VIA_COUNT=37100
MEAN_ROUTED_WIRELENGTH_PER_CELL_UM=25.8
MAXCAPVIOLCOUNT=0
POST-ROUTE-UTIL=0.623
POSTCTSSETUPBUFFERS=0
LIBRARY_CELLS_USED_BY_SYNTHESIS=56
DIE_WIDTH_UM=340
WORST-ENDPOINT-REQUIRED_PS=17080
CLK-INSERTION-DELAY-LATE_PS=780
CTS_MADE_BUFFERS=159
IO_BUFFER_COUNT=53
SYNTH_TOP_FLOP_CELL='edfxtp_1'
ROUTE.DETAILED.DRC=0
REGTOREGSTARTPOINT='TagRam[30][5]$_DFFE_NP_'
CLK_ROOT_BUFFER_CELL='clkbuf_16'
WORST_PIN_SLEW_PS=940
POST_ROUTE_CELLS_DRIVE_ABOVE_1_SHARE=0.120
FIN_SETUP_TNS_PS=0
HOLD_CLASS='input port to register'
PRECTSSETUPSLACK_PS=5670
[cells in the final DEF, fill, tap and decap left out, types with 26 or more instances in the layout]
master           netlist  final
inv_1                  3   1522
edfxtp_1            1472   1472
a22oi_1              256    256
a221oi_1             190    190
clkbuf_16              0    163
buf_4                 17    161
mux2i_1              155    155
nor2_1               207    140
a21oi_1               92     92
o21ai_0               87     87
nand2_1               72     71
o22ai_1               71     71
nor2_2                 0     64
mux2_2                51     51
a211oi_1              31     31
o22a_1                29     29
clkinvlp_2             0     29
clkdlybuf4s50_1        0     27
o221ai_1              26     26
[Yosys cell counts, types with 2 or more instances]
| cell | instances | area [um^2] |
|---|---|---|
| edfxtp_1 | 1472 | 44200 |
| a22oi_1 | 256 | 1920 |
| nor2_1 | 207 | 777 |
| a221oi_1 | 190 | 1660 |
| mux2i_1 | 155 | 1550 |
| clkbuf_1 | 105 | 394 |
| a21oi_1 | 92 | 460 |
| buf_2 | 91 | 455 |
| o21ai_0 | 87 | 435 |
| nand2_1 | 72 | 270 |
| o22ai_1 | 71 | 444 |
| mux2_2 | 51 | 574 |
| a211oi_1 | 31 | 233 |
| o22a_1 | 29 | 254 |
| o221ai_1 | 26 | 228 |
| mux4_2 | 25 | 563 |
| nor3_1 | 25 | 125 |
| a22o_1 | 24 | 210 |
| dfxtp_1 | 23 | 460 |
| buf_1 | 22 | 82.6 |
| a31oi_1 | 21 | 131 |
| o211ai_1 | 21 | 158 |
| buf_4 | 17 | 128 |
| buf_6 | 12 | 135 |
| a211o_1 | 11 | 96.3 |
| a221o_1 | 11 | 110 |
| nand3_1 | 11 | 55.1 |
| nand3b_1 | 11 | 82.6 |
| or4_1 | 11 | 82.6 |
| a221oi_2 | 10 | 150 |
| nand4_1 | 10 | 62.6 |
| a2bb2oi_1 | 9 | 78.8 |
| o21a_1 | 9 | 67.6 |
| nor2b_1 | 8 | 50.1 |
| o221a_2 | 8 | 90.1 |
| and2_1 | 3 | 18.8 |
| inv_1 | 3 | 11.3 |
| o21ai_1 | 3 | 15.0 |
| or3_1 | 3 | 18.8 |
| a222oi_1 | 2 | 20.0 |
| and3_1 | 2 | 12.5 |
| nor4_1 | 2 | 12.5 |
| o2bb2ai_1 | 2 | 17.5 |
[cell families after synthesis]
family	count (synthesis)	synth area share
DFF	1495	0.783
AOI/OAI and AO/OA	918	0.120
and+or+nand+nor	371	0.0284
buffers and inverters	252	0.0213
muxes	231	0.0472
[per-layer routing]
layer,track usage,vias up
met5,0.0817,-
met4,0.145,16
met3,0.293,314
met2,0.436,2404
met1,0.375,17600
li1,-,16700
[critical path, cell delays in order]
cell and delay (ps):
buf_8 350, buf_4 620, buf_4 620, buf_4 580, and2_4 540, nand2_1 340
buf_4 310, nor2_2 160, buf_4 410
[worst min path at each step]
stage	from	endpoint	slack, ps	depth (start not counted)
global route	Address[0]	TagOut[21]$_DFF_P_	6800	4
CTS	Address[0]	TagOut[21]$_DFF_P_	6710	4
finish	Address[0]	TagOut[21]$_DFF_P_	6800	4
[report_power, final]
| part | internal, mW | switching [mW] | total, mW |
|---|---|---|---|
| Clock | 1.25 | 1.13 | 2.39 |
| Sequential | 2.09 | 0.00487 | 2.10 |
| Combinational | 0.0643 | 0.170 | 0.234 |
[flip-flops by register name (all words and copies together) (netlist names)]
name and flops:
TagOut 23, TagRam 1472
[layout make-up]
class | count | area (um^2)
Clock inverter | 1589 | 6590
Sequential cell | 1495 | 44700
Clock buffer | 168 | 4110
Tap cell | 1500 | 1880
Inverter | 3 | 13.8
Timing Repair Buffer | 216 | 1680
Fill cell | 7562 | 42500
Multi-Input combinational cell | 1520 | 11400
Antenna cell | 8 | 20.0
