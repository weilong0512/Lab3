--- flow/run.sh ---
#!/bin/bash
# OpenROAD 26Q1-2900-gdf79404cd8, Yosys 0.63+post, stock flow scripts
make -C /OpenROAD-flow-scripts/flow DESIGN_CONFIG=/design/flow/config.mk WORK_HOME=/design/flow/orfs finish
--- flow/config.mk ---
export PLATFORM = sky130hd
export DESIGN_NAME = DataRam
export DESIGN_NICKNAME = DataRam
export VERILOG_FILES = /design/flow/design.v
export SDC_FILE = /design/flow/constraint.sdc
export NUM_CORES = 4
export LEC_CHECK = 1
export CORE_UTILIZATION = 50
--- flow/constraint.sdc ---
current_design DataRam

set clk_period 28.1
set clk_io_pct 0.2

create_clock -name clk0 -period $clk_period [get_ports {Clk}]

set non_clock_inputs [all_inputs -no_clocks]
set_input_delay [expr $clk_period * $clk_io_pct] -clock clk0 $non_clock_inputs
set_output_delay [expr $clk_period * $clk_io_pct] -clock clk0 [all_outputs]
--- flow/design.v ---
module DataRam(Address, DataIn, DataOut, Write, Clk);
input  [6:0]  Address;
input  [32:0]         DataIn;
input                         Write;
input                         Clk;
output [32:0]         DataOut;
reg    [32:0]         DataOut;
reg    [32:0]         DataRam [2**(6)-1:0];
always @ (negedge Clk)
    if (Write)
        DataRam[Address]=DataIn;  
always @ (posedge Clk)
    DataOut = DataRam [Address];  
endmodule
==> GITHUB_STEP_SUMMARY <==
## Synthesis and layout report

| Metric | Value |
|---|---|
| Clock Pin Slew Worst Setup and Hold Paths | ~0.07 ns |
| Worst slack at placement | 4.92 ns |
| DRC | 0 |
| Die Y | 403 um |
| Slew @ Worst Pin | roughly 1.1 ns |
| Setup crit end kind | flop |
| Vias | 51700 |
| Top cells by count | 2112 x edfxtp_1, 490 x a221oi_1, 245 x nor2_1 |
| # Cells Yosys | 4463 |
| Hold_sp | Address[1] |
| Largest net degree at the start of global routing | 107 |
| Worst reg2reg setup slack | around 11 ns |
| Top cell area share | 78.7% |
| Distinct lib cells | between 50 and 60 |
| First-pass GRT wire length | about 330000 um |
| Yosys warns | 1 |
| Core box area | between 150000 and 200000 sq um |
| DR WL met3 | 38000 um |
| Antenna violations before repair | 9 |
| Power Density | 79.9 nW/um^2 |
| Synth Instances | 4463 |
| Highest metal used | met5 |
| Final WS setup | between 5 and 6 ns |
| IO Pins | 75 |
| Leakage | between 40 and 50 nW |
| TNS Setup | 0 ns |
| Hold worst-path end | DataOut[21] |
| Vias in the first global route | 56700 |
| Ys flops | between 2000 and 2500 |
| Post-CTS Setup Repair Bufs | 0 |
| Ratio of cells with drive above 1 in the final layout | between 10% and 20% |
| Synth-to-layout area growth | 23.8% |
| Initial Util | 50.6% |
| CTS Root Cell | clkbuf_16 |
| EDFF count, synth | 2112 |
| Register Area | 64100 sq um |
| Total global-route track usage | 32.0% |
| # H-tree levels | 4 |
| Setup Skew | ~0.071 ns |
| Post-synth area hogs | edfxtp_1 79%, a221oi_1 5.3%, mux2i_1 2.2% |
| Cell row count | roughly 150 |
| GRT overflow | 0 |
| ANT nets after route | 0 |
| M1 WL | 77500 um |
| Syn Std Cell Area | 80600 sq um |
| IO buf count | 73 |
| DRT Wirelength | 229000 um |
| Max-slew violations | 0 |
| Hold Path Stages | 4 |
| Die width | 403 um |
| Peak VDD IR | 0.0724 mV |
| Worst min-delay path category | input pin to flop |
| Met2 wire len | 108000 um |
| Worst-case clock buffer depth | 3 |
| FILL cells | 11000 |
| DR WL/cell | 25.3 um |
| R2R depth | 5 |
| Tool warnings | 1031 |
| Clk latency of the worst-skew pair | 0.84 ns |
| Top-count cell post-synth | edfxtp_1 |
| Syn avg cell area | 18.1 sq um |
| Final total power | 7.97 mW |
| Comb area | between 15000 and 20000 sq um |
| WS Path Type | input pin to flop |
| Max Cap Violations | 0 |
| Commonest flop | edfxtp_1 |
| DR iter-0 viols | 3300 |
| Largest area contributor in the netlist | edfxtp_1 |
| Worst-path fanout max | 40 |
| CTS tree | yes |
| Final setup viols | 0 |
| CTS Buf Count | 220 |
| Yosys synthesis chip area | 80600 sq um |
| CTS sink count | 2145 |
| Outcome | finished clean |
| WP data required | approximately 14 ns |
| Final Wtd Congestion | 0.913 |
| Reg-to-Reg Start | DataRam[56][18] |
| Worst reg2reg endpoint | DataOut[18] |
| First-pass detailed-route iteration total | 6 |
| Vias per inst | 5.71 |
| Post-CTS Hold Buffers | 0 |
| Post_cts resized | 0 |
| Hold Slack | 5.61 ns |
| Seq/Total Area, Yosys | 79.5% |
| Final Hold Fails | 0 |
| Asr flop ratio synth | 0% |
| Chip area | 163000 sq um |
| RSZ-0062 raised after global routing | false |
| Critical path arrival | 8.75 ns |
| Final HPWL DP | ~130000 um |
| Crit path launch type | input pin |
| Max-slew headroom | approximately 29% |
[worst max-delay path by stage]
stage / startpoint / to / slack, ns
after CTS: Address[0] / DataRam[26][6] / 5.73
after global routing: Address[0] / DataRam[26][18] / 5.63
final: Address[0] / DataRam[26][6] / 5.73
[stage by stage]
stage / area, sq um / cells / utilization [%]
CTS: 99700 / 9050 / 62.7
detailed placement: 84500 / 6534 / 53.1
global placement: 84500 / 6534 / 53.1
finish: 99700 / 9057 / 62.7
global route: 99700 / 9053 / 62.7
floorplan: 80600 / 4463 / -
[layout by cell type (no fill, tap or decap), types with 21 or more instances in the layout]
cell type,n
a21oi_1,84
a221o_1,27
a221oi_1,490
a22o_1,57
a22oi_1,196
buf_2,33
buf_4,199
bufinv_16,28
clkbuf_16,224
clkdlybuf4s50_1,37
clkinvlp_2,62
dfxtp_1,33
edfxtp_1,2112
inv_1,2178
mux2_2,65
mux2i_1,178
mux4_2,42
nand2_1,39
nand3_1,21
nor2_1,178
nor2_4,67
nor3_1,48
o21ai_0,91
o21ai_1,55
o221ai_1,32
o22ai_1,107
[flip-flops by register name, indices dropped and copies added (netlist names)]
| register | count |
|---|---|
| DataOut | 33 |
| DataRam | 2112 |
[layer usage]
metal / vias up / global-route usage, %
li1: 23400 / -
met1: 25000 / 40.2
met2: 2911 / 43.1
met3: 378 / 25.9
met4: 26 / 10.9
met5: - / 3.95
[critical path: stages]
cell	delay (ns)
buf_8	0.18
buf_4	0.36
nor2b_4	0.17
buf_4	0.41
buf_4	0.50
nand2_1	0.09
buf_4	0.25
nor2_4	0.56
buf_4	0.46
[where the power goes]
group / internal [mW] / switching, mW
Sequential: 3.57 / 0.00883
Clock: 2.10 / 1.92
Combinational: 0.106 / 0.262
[cell type report]
cell class | instances | share of cell area [%]
Sequential cell | 2145 | 64.3
Multi-Input combinational cell | 1963 | 15.6
Clock inverter | 2291 | 9.60
Clock buffer | 226 | 5.64
Tap cell | 2146 | 2.69
Timing Repair Buffer | 276 | 2.16
Inverter | 3 | 0.0238
Antenna cell | 7 | 0.0176
[cells by family (layout without fill, tap and decap cells)]
kind of cell | Yosys count | after routing | share of synthesized area (%)
AND-OR/OR-AND | 1220 | 1220 | 11.6
other | 0 | 7 | 0
flip-flops | 2145 | 2145 | 79.5
buffers and inverters | 355 | 2796 | 1.92
AND/OR/NAND/NOR | 448 | 448 | 2.56
multiplexers | 295 | 295 | 4.43
Power is estimated from default activity; no workload was simulated.
